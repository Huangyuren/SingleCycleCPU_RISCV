## ./design.v

```verilog
module ALUTA(
    src1_i,
	src2_i,
	ctrl_i,
	result_o,
	zero_o
	);
input signed [64-1:0]  src1_i;
input signed [64-1:0]  src2_i;
input  [4-1:0]   ctrl_i;
output signed [64-1:0]	 result_o;
output           zero_o;
reg  signed  [64-1:0]  result_o;
wire             zero_o;	
parameter  ALU_AND  = 4'b0000;
parameter  ALU_OR   = 4'b0001;
parameter  ALU_ADD  = 4'b0010;
parameter  ALU_SUB  = 4'b0110;
parameter  ALU_NOR  = 4'b1100;
parameter  ALU_SLT	= 4'b0111;
assign zero_o = (result_o == 0);  
always @(ctrl_i, src1_i, src2_i) begin
  case (ctrl_i)
    ALU_AND : result_o <= src1_i & src2_i;
    ALU_OR  : result_o <= src1_i | src2_i;
    ALU_ADD : result_o <= src1_i + src2_i;
    ALU_SUB : result_o <= src1_i - src2_i;
    ALU_NOR : result_o <= ~(src1_i & src2_i);
    ALU_SLT : result_o <= (src1_i < src2_i) ? 1 : 0;
    default : result_o <= 0;
  endcase
end
endmodule
```

## ./run.sh

```bash
#!/bin/bash
# OpenROAD 26Q1-2900-gdf79404cd8, Yosys 0.63+post, stock flow scripts
make -C /OpenROAD-flow-scripts/flow DESIGN_CONFIG=/design/flow/config.mk WORK_HOME=/design/flow/orfs finish
```

## ./config.mk

```make
export PLATFORM = sky130hd
export DESIGN_NAME = ALUTA
export DESIGN_NICKNAME = ALUTA
export VERILOG_FILES = /design/flow/design.v
export SDC_FILE = /design/flow/constraint.sdc
export NUM_CORES = 4
export LEC_CHECK = 1
export CORE_UTILIZATION = 30
```

## ./constraint.sdc

```tcl
current_design ALUTA

set clk_period 46.1
set clk_io_pct 0.2

create_clock -name clk0 -period $clk_period

set non_clock_inputs [all_inputs -no_clocks]
set_input_delay [expr $clk_period * $clk_io_pct] -clock clk0 $non_clock_inputs
set_output_delay [expr $clk_period * $clk_io_pct] -clock clk0 [all_outputs]
```

==> flow_metrics.py <==
# Physical implementation metrics
metrics = {
    "final_timing": {
        "tightest_slew_ns": 0.9544,
        "slew_headroom": 0.3473,
        "fin_setup_tns_ns": 0,
        "hold_viol": 0,
        "setup_viol": 0,
        "max_freq_mhz": 41.81,
        "fin_crit_sh": 0.5189,
        "rsz0062_at_grt": "false",
        "min_period_ns": 23.92,
        "drv_slew": 0,
        "finalWorstSetupSlack_ns": 22.18,
    },
    "synth": {
        "ys_area_um2": 12810,
        "yosysWarnings": 1,
        "yosysTopAreaCellShare": 0.1983,
        "largest_area_cell": "ha_1",
        "syn_inst": 2004,
        "synth_cell_types": 100,
        "area_leaders": "ha_1 (20%), a21oi_1 (7.7%), inv_1 (6.0%)",
        "yosysSeqAreaShare": 0,
        "synth.most_common_cell": "inv_1",
        "avgSynthCellArea_um2": 6.393,
        "top_cells_by_count": "inv_1 (205), ha_1 (203), a21oi_1 (197)",
        "ys_cells": 2004,
        "synthesis.area_um2": 12810,
    },
    "floorplan": {
        "die_h_um": 208.7,
        "die_area_um2": 43530,
        "io_pins": 197,
        "fp.coreArea_um2": 42040,
        "die_w_um": 208.7,
        "fp_util": 0.3047,
        "rows": 75,
    },
    "pwr": {
        "ir_drop_mv": 0.006196,
        "powerDensity_nw_per_um2": 12.87,
        "p_comb_frac": 1.000,
        "power.leakage_uw": 0.006528,
        "netSwitchingPower_uw": 122.4,
        "seqPwrFrac": 0,
        "pwr-share-clk": 0,
        "internal_power_uw": 73.99,
        "p_sw_frac": 0.6232,
    },
    "run": {
        "warning_count": 171,
        "maxCapViolations": 0,
    },
    "worst_setup_path": {
        "path_cells": "clkdlybuf4s50_1 -> inv_1 -> ha_1 -> nor2b_1 -> a2111oi_0 -> a21oi_1 -> a21oi_1 -> o21ai_0 -> a211oi_1 -> o21ai_0 -> nor4bb_1 -> nand4_1 -> and4b_1 -> nand4_1 -> nor2_1 -> clkdlybuf4s50_1",
        "cpPeakStageDelay_ns": 0.86,
        "path_delay_family": "AND-OR/OR-AND gates",
        "path_buffers": 3,
        "end_kind": "output port",
        "path_class": "input port to output port",
        "critPathLaunchType": "input port",
        "critPathArrivalTime_ns": 14.70,
        "crit_required_ns": 36.88,
        "cpMaxStageDelayCell": "a2111oi_0",
        "cp_max_fo": 11,
    },
    "cts": {
        "post_cts_buffers": 0,
        "ctsHoldBuffers": 0,
        "cts_resized": 0,
    },
    "layout": {
        "ff_latch_area_um2": 0,
        "drive_gt1_frac": 0.04196,
        "flops": 0,
        "syn_to_final_growth_pct": 19.09,
        "final.clkbuf_count": 0,
        "final_cells": 2660,
    },
    "placement": {
        "dp.cells": 2660,
        "portBuffers": 197,
        "pre_cts_ws_ns": 22.21,
        "gp_congestion": 1.108,
        "hpwl_um": 52180,
    },
    "routing": {
        "antenna_left": 0,
        "drtPass1Iterations": 5,
        "avgRoutedWirePerCell_um": 23.49,
        "via_per_inst": 6.036,
        "drt_iter0_drc": 1479,
        "dr_total_vias": 16060,
        "routed_wl_um": 62480,
        "antenna_cells_inserted": 0,
        "drc": 0,
    },
    "global_route": {
        "grt_max_degree": 48,
        "antenna_found_initial": 1,
        "grt_use_total": 0.2827,
        "grt_pass1_vias": 14810,
        "grt_pass1_wl_um": 93850,
        "grt-ovfl-total": 0,
    },
    "min_path": {
        "min_path_type": "input port to output port",
    },
    "status": {
        "status": "complete, no violations",
    },
}
==> per-stage QoR <==
stage	instance area (um2)	power (uW)	utilization	hold WS (ns)
finish	15260	196.4	0.3629	19.64
global route	15260	211.1	0.3629	19.69
CTS	15260	192.9	0.3629	19.64
detailed placement	15260	191.6	0.3629	19.63
global placement	15260	192.9	0.3629	19.64
floorplan	12810	111.6	-	18.60
==> worst paths after layout <==
kind	startpoint	to	slack [ns]	cells past startpoint
setup / recovery	src1_i[6]	zero_o	22.18	16
hold / removal	ctrl_i[0]	result_o[1]	19.64	4
==> power by group through the flow <==
stage / registers (uW) / logic, uW / clock network, uW
finish: 0 / 196 / 0
CTS: 0 / 193 / 0
global route: 0 / 211 / 0
==> routing by layer <==
metal,up-vias,global-route usage,part of all wire
met2,711,0.4474,0.44
met1,7526,0.4135,0.46
met5,-,0,0.00021
li1,7713,-,-
met4,2,0.08114,0.035
met3,103,0.01796,0.058
==> cell families (layout without fill, tap and decap cells) <==
| logic type | count (synthesis) | in the layout | share of synthesized area |
|---|---|---|---|
| compound gates | 754 | 754 | 0.4120 |
| mux | 16 | 16 | 0.01309 |
| fa+ha+maj | 205 | 205 | 0.2014 |
| xor+xnor | 10 | 10 | 0.006837 |
| buf+inv | 319 | 436 | 0.09679 |
| simple gates | 700 | 700 | 0.2700 |
==> tightest hold or removal path, stage by stage <==
cell and delay, ns:
clkdlybuf4s50_1 0.45, buf_4 0.21, o22ai_1 0.12, clkdlybuf4s50_1 0.42
==> cell type report <==
| type | count | area (um2) |
|---|---|---|
| multi-input combinational | 1685 | 11600 |
| timing repair buffer | 228 | 2205 |
| inverter | 208 | 780.7 |
| fill | 4523 | 26780 |
| tap | 539 | 674.4 |
==> layout by cell type (no fill, tap or decap), types with 38 or more instances in the layout <==
master | Yosys | layout
a21oi_1 | 197 | 197
nor4_1 | 45 | 44
o211ai_1 | 39 | 39
o21ai_0 | 107 | 107
clkdlybuf4s50_1 | 0 | 197
o221ai_1 | 46 | 46
nor3_1 | 56 | 55
a21o_1 | 40 | 40
nand3_1 | 51 | 51
inv_1 | 205 | 205
nand4_1 | 41 | 41
nand2_1 | 169 | 168
o31ai_1 | 42 | 42
a211oi_1 | 38 | 38
ha_1 | 203 | 203
nor2_1 | 194 | 193
Power and IR drop assume default switching activity.
