===== run.sh =====
#!/bin/bash
# OpenROAD 26Q1-2900-gdf79404cd8, Yosys 0.63+post, stock flow scripts
make -C /OpenROAD-flow-scripts/flow DESIGN_CONFIG=/design/flow/config.mk WORK_HOME=/design/flow/orfs finish

===== config.mk =====
export PLATFORM = sky130hd
export DESIGN_NAME = Data_Memory
export DESIGN_NICKNAME = Data_Memory
export VERILOG_FILES = /design/flow/design.v
export SDC_FILE = /design/flow/constraint.sdc
export NUM_CORES = 4
export LEC_CHECK = 1
export CORE_UTILIZATION = 40

===== constraint.sdc =====
current_design Data_Memory

set clk_period 20.0
set clk_io_pct 0.2

create_clock -name clk0 -period $clk_period [get_ports {clk_i}]

set non_clock_inputs [all_inputs -no_clocks]
set_input_delay [expr $clk_period * $clk_io_pct] -clock clk0 $non_clock_inputs
set_output_delay [expr $clk_period * $clk_io_pct] -clock clk0 [all_outputs]

===== design.v =====
`timescale 1ns / 1ps
module Data_Memory
(
	clk_i,
	addr_i,
	data_i,
	MemRead_i,
	MemWrite_i,
	data_o
);
input				clk_i;
input	[64-1:0]		addr_i;
input	[64-1:0]		data_i;
input				MemRead_i;
input				MemWrite_i;
output	[64-1:0] 		data_o;
reg		[64-1:0]		data_o;
reg		[7:0]		Mem 			[0:255];	 
integer				i;
wire	[31:0]		memory			[0:31];
assign  memory[0] = {Mem[7], Mem[6], Mem[5], Mem[4], Mem[3], Mem[2], Mem[1], Mem[0]};
assign  memory[1] = {Mem[15], Mem[14], Mem[13], Mem[12], Mem[11], Mem[10], Mem[9], Mem[8]};
assign  memory[2] = {Mem[23], Mem[22], Mem[21], Mem[20], Mem[19], Mem[18], Mem[17], Mem[16]};
assign  memory[3] = {Mem[31], Mem[30], Mem[29], Mem[28], Mem[27], Mem[26], Mem[25], Mem[24]};
assign  memory[4] = {Mem[39], Mem[38], Mem[37], Mem[36], Mem[35], Mem[34], Mem[33], Mem[32]};
assign  memory[5] = {Mem[47], Mem[46], Mem[45], Mem[44], Mem[43], Mem[42], Mem[41], Mem[40]};
assign  memory[6] = {Mem[55], Mem[54], Mem[53], Mem[52], Mem[51], Mem[50], Mem[49], Mem[48]};
assign  memory[7] = {Mem[63], Mem[62], Mem[61], Mem[60], Mem[59], Mem[58], Mem[57], Mem[56]};
assign  memory[8] = {Mem[71], Mem[70], Mem[69], Mem[68], Mem[67], Mem[66], Mem[65], Mem[64]};
assign  memory[9] = {Mem[79], Mem[78], Mem[77], Mem[76], Mem[75], Mem[74], Mem[73], Mem[72]};
assign  memory[10] = {Mem[87], Mem[86], Mem[85], Mem[84], Mem[83], Mem[82], Mem[81], Mem[80]};
assign  memory[11] = {Mem[95], Mem[94], Mem[93], Mem[92], Mem[91], Mem[90], Mem[89], Mem[88]};
assign  memory[12] = {Mem[103], Mem[102], Mem[101], Mem[100], Mem[99], Mem[98], Mem[97], Mem[96]};
assign  memory[13] = {Mem[111], Mem[110], Mem[109], Mem[108], Mem[107], Mem[106], Mem[105], Mem[104]};
assign  memory[14] = {Mem[119], Mem[118], Mem[117], Mem[116], Mem[115], Mem[114], Mem[113], Mem[112]};
assign  memory[15] = {Mem[127], Mem[126], Mem[125], Mem[124], Mem[123], Mem[122], Mem[121], Mem[120]};
assign  memory[16] = {Mem[135], Mem[134], Mem[133], Mem[132], Mem[131], Mem[130], Mem[129], Mem[128]};
assign  memory[17] = {Mem[143], Mem[142], Mem[141], Mem[140], Mem[139], Mem[138], Mem[137], Mem[136]};
assign  memory[18] = {Mem[151], Mem[150], Mem[149], Mem[148], Mem[147], Mem[146], Mem[145], Mem[144]};
assign  memory[19] = {Mem[159], Mem[158], Mem[157], Mem[156], Mem[155], Mem[154], Mem[153], Mem[152]};
assign  memory[20] = {Mem[167], Mem[166], Mem[165], Mem[164], Mem[163], Mem[162], Mem[161], Mem[160]};
assign  memory[21] = {Mem[175], Mem[174], Mem[173], Mem[172], Mem[171], Mem[170], Mem[169], Mem[168]};
assign  memory[22] = {Mem[183], Mem[182], Mem[181], Mem[180], Mem[179], Mem[178], Mem[177], Mem[176]};
assign  memory[23] = {Mem[191], Mem[190], Mem[189], Mem[188], Mem[187], Mem[186], Mem[185], Mem[184]};
assign  memory[24] = {Mem[199], Mem[198], Mem[197], Mem[196], Mem[195], Mem[194], Mem[193], Mem[192]};
assign  memory[25] = {Mem[207], Mem[206], Mem[205], Mem[204], Mem[203], Mem[202], Mem[201], Mem[200]};
assign  memory[26] = {Mem[215], Mem[214], Mem[213], Mem[212], Mem[211], Mem[210], Mem[209], Mem[208]};
assign  memory[27] = {Mem[223], Mem[222], Mem[221], Mem[220], Mem[219], Mem[218], Mem[217], Mem[216]};
assign  memory[28] = {Mem[231], Mem[230], Mem[229], Mem[228], Mem[227], Mem[226], Mem[225], Mem[224]};
assign  memory[29] = {Mem[239], Mem[238], Mem[237], Mem[236], Mem[235], Mem[234], Mem[233], Mem[232]};
assign  memory[30] = {Mem[247], Mem[246], Mem[245], Mem[244], Mem[243], Mem[242], Mem[241], Mem[240]};
assign  memory[31] = {Mem[255], Mem[254], Mem[253], Mem[252], Mem[251], Mem[250], Mem[249], Mem[248]};
initial begin
	for(i=0; i<256; i=i+1)
		Mem[i] = 8'b0;
end 
always@(posedge clk_i) begin
    if(MemWrite_i) begin
		Mem[addr_i+7] <= data_i[63:56];
		Mem[addr_i+6] <= data_i[55:48];
		Mem[addr_i+5] <= data_i[47:40];
		Mem[addr_i+4] <= data_i[39:32];
		Mem[addr_i+3] <= data_i[31:24];
		Mem[addr_i+2] <= data_i[23:16];
		Mem[addr_i+1] <= data_i[15:8];
		Mem[addr_i]   <= data_i[7:0];
	end
end
always@(addr_i or MemRead_i) begin
	if(MemRead_i)
		data_o = {Mem[addr_i+7], Mem[addr_i+6], Mem[addr_i+5], Mem[addr_i+4], Mem[addr_i+3], Mem[addr_i+2], Mem[addr_i+1], Mem[addr_i]};
end
endmodule

==> impl_metrics.tcl <==
# implementation run metrics
set metrics [dict create \
    grt_pass1_vias 454000 \
    dpl-instance-area_sq_um 323000 \
    area_leaders "mux4_2 (22%), edfxtp_1 (21%), mux2i_1 (5.5%), a211oi_1 (4.8%), a21oi_1 (4.6%)" \
    untimed_endpoints 128 \
    place.gp.congestion 1.48 \
    overflow 23300 \
    top_area_cell "mux4_2" \
    clockBufferDepth 4 \
    syn_avg_cell_area_sq_um 8.55 \
    ctsHtreeMaxLevel 5 \
    grt_first_pass_wirelength_mm 4920 \
    grt_use_total 1.00 \
    post-cts-setup-buffers 0 \
    cts_root_buf "clkbuf_16" \
    ys_types 121 \
    io_buffers 138 \
    numCtsBuffers 295 \
    synth_cells 35000 \
    synthArstFlopShare 0 \
    grt_max_degree 112 \
    synth_stat.cells 35000 \
    yosys_warnings 1 \
    synth_area_sq_um 300000 \
    status "did not finish" \
    cts_resized 0 \
    synth_chip_area_sq_um 300000 \
    dp_hpwl_mm 2550 \
    ys_ff 2112 \
    lastStage "5_1_grt" \
    cts-hold-fix-buffers 0 \
    die_w_um 867 \
    rows 317 \
    edf_count 2048 \
    dieHeight_um 867 \
    tool.error "[ERROR GRT-0116] Global routing finished with congestion. Check the congestion regions in the DRC Viewer." \
    num_io_pins 195 \
    detailedPlace.worstSlack_ns 9.47 \
    synth_top_area_share 0.219 \
    fp_util 0.402 \
    ff_type "edfxtp_1" \
    unclocked_regs 64 \
]
-- logic make-up after synthesis --
kind of cell,after synthesis,share of synthesized area
latches,64,0.00321
muxes,4578,0.275
DFF,2048,0.205
xor gates and xnor gates,41,0.00162
buffers and inverters,4617,0.0612
and+or+nand+nor,10300,0.151
adders and majority gates,15,0.000627
AOI/OAI and AO/OA,13300,0.302
-- per-layer routing --
metal / GRT overflow / GRT usage
met3: 4525 / 0.991
met4: 4686 / 1.00
met2: 9220 / 1.04
met1: 4388 / 0.989
met5: 466 / 0.947
-- cells in the mapped netlist (89+ instances only) --
| cell | n |
|---|---|
| o21ai_0 | 2465 |
| a21oi_1 | 2775 |
| a311oi_1 | 105 |
| buf_2 | 652 |
| buf_1 | 241 |
| o221ai_1 | 1300 |
| o211ai_1 | 445 |
| a221oi_1 | 757 |
| a211o_1 | 256 |
| edfxtp_1 | 2048 |
| clkbuf_1 | 3622 |
| and3_1 | 304 |
| nor4_1 | 89 |
| a211oi_1 | 1914 |
| o2111ai_1 | 93 |
| mux4_2 | 2909 |
| o311ai_0 | 114 |
| o22ai_1 | 996 |
| nand4_1 | 259 |
| a2111oi_0 | 167 |
| nand3_1 | 1314 |
| nor2_1 | 3529 |
| a31oi_1 | 356 |
| nor3_1 | 1099 |
| o31ai_1 | 207 |
| a221o_1 | 125 |
| mux2i_1 | 1654 |
| nand2_1 | 3316 |
| a22oi_1 | 425 |
-- stage by stage --
step,hold WS (ns),cells,utilization
3_5_place_dp,4.56,43600,0.434
3_3_place_gp,4.58,43600,0.434
4_1_cts,3.45,44100,0.447
2_1_floorplan,4.24,35000,-
