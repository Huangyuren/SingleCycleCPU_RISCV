--- /design/flow/config.mk ---
export PLATFORM = sky130hd
export DESIGN_NAME = Reg_File
export DESIGN_NICKNAME = Reg_File
export VERILOG_FILES = /design/flow/design.v
export SDC_FILE = /design/flow/constraint.sdc
export NUM_CORES = 4
export LEC_CHECK = 1
export CORE_UTILIZATION = 50
--- /design/flow/constraint.sdc ---
current_design Reg_File

set clk_period 21.4
set clk_io_pct 0.2

create_clock -name clk0 -period $clk_period [get_ports {clk_i}]

set non_clock_inputs [all_inputs -no_clocks]
set_input_delay [expr $clk_period * $clk_io_pct] -clock clk0 $non_clock_inputs
set_output_delay [expr $clk_period * $clk_io_pct] -clock clk0 [all_outputs]
--- /design/flow/design.v ---
module Reg_File(
    clk_i,
	nrst_i,
    RSaddr_i,
    RTaddr_i,
    RDaddr_i,
    RDdata_i,
    RegWrite_i,
    RSdata_o,
    RTdata_o
    );
input           clk_i;
input           nrst_i;
input           RegWrite_i;
input  [5-1:0]  RSaddr_i;
input  [5-1:0]  RTaddr_i;
input  [5-1:0]  RDaddr_i;
input  [64-1:0] RDdata_i;
output [64-1:0] RSdata_o;
output [64-1:0] RTdata_o;   
reg  signed [64-1:0] REGISTER_BANK [0:32-1];      
wire        [64-1:0] RSdata_o;
wire        [64-1:0] RTdata_o;
assign RSdata_o = REGISTER_BANK[RSaddr_i] ;
assign RTdata_o = REGISTER_BANK[RTaddr_i] ;   
always @( posedge clk_i  ) begin
    if(nrst_i == 0) begin
	    REGISTER_BANK[0]  <= 0; REGISTER_BANK[1]  <= 0; REGISTER_BANK[2]  <= 0; REGISTER_BANK[3]  <= 0;
	    REGISTER_BANK[4]  <= 0; REGISTER_BANK[5]  <= 0; REGISTER_BANK[6]  <= 0; REGISTER_BANK[7]  <= 0;
        REGISTER_BANK[8]  <= 0; REGISTER_BANK[9]  <= 0; REGISTER_BANK[10] <= 0; REGISTER_BANK[11] <= 0;
	    REGISTER_BANK[12] <= 0; REGISTER_BANK[13] <= 0; REGISTER_BANK[14] <= 0; REGISTER_BANK[15] <= 0;
        REGISTER_BANK[16] <= 0; REGISTER_BANK[17] <= 0; REGISTER_BANK[18] <= 0; REGISTER_BANK[19] <= 0;      
        REGISTER_BANK[20] <= 0; REGISTER_BANK[21] <= 0; REGISTER_BANK[22] <= 0; REGISTER_BANK[23] <= 0;
        REGISTER_BANK[24] <= 0; REGISTER_BANK[25] <= 0; REGISTER_BANK[26] <= 0; REGISTER_BANK[27] <= 0;
        REGISTER_BANK[28] <= 0; REGISTER_BANK[29] <= 0; REGISTER_BANK[30] <= 0; REGISTER_BANK[31] <= 0;
	end
    else begin
        if(RegWrite_i) 
            REGISTER_BANK[RDaddr_i] <= RDdata_i;	
		else 
		    REGISTER_BANK[RDaddr_i] <= REGISTER_BANK[RDaddr_i];
	end
end
endmodule     
--- /design/flow/run.sh ---
#!/bin/bash
# OpenROAD 26Q1-2900-gdf79404cd8, Yosys 0.63+post, stock flow scripts
make -C /OpenROAD-flow-scripts/flow DESIGN_CONFIG=/design/flow/config.mk WORK_HOME=/design/flow/orfs finish
==> results.txt <==
run results: DRC Markers 0, routed wire length 442000 um, Fillers 16062, Post-Syn Instances 7046, top cells by area edfxtp_1 57%, mux4_2 18%, and2_1 12%, mux2i_1 2.7%, o22ai_1 1.8%, placed instance area 113000 um^2, initial detailed-routing violation count 5419, outcome finished, final reports clean, mapped cell area 107000 um^2, Tmin final 13.91 ns, clk slew on worst S/H paths approximately 0.060 ns, CTS tree done, Tightest Hold Check Type input pin to flip-flop, GRT Residual Overflow 0, die height 465 um, final setup fails 0, Area leader share 0.574, initial antenna violation count 58, per-cell routed wire length 43.3 um, IO Pins 210, VDD IR max 78.6 uV, distinct lib cells 44, H-Tree Depth 4, Rows 169, Via Count about 70000, Synth Area per Inst between 15 and 20 um^2, Register Area 61500 um^2, number of global-route vias before repair 74642, Placed Instances 9712, Post-Synth Simple-Gate Area 0.139, CP Launch Type input pin, post-route setup slack 7.49 ns, maximum fanout along the worst path 36, fp_density 0.504, max-slew violation count 0, WS Path Type input pin to output pin, top flop regs REGISTER_BANK: 2048 flops, fa+ha+maj area frac 0, die width 465 um, Synth flops around 2000, most frequent cells in the layout 2055 x and2_1, 2048 x edfxtp_1, 867 x mux4_2, 369 x buf_4, 315 x o22ai_1, CTS resizes 0, Largest register FFs 2048, cell area after layout approximately 120000 um^2, min-delay src nrst_i, Finished Core Util 0.566, core area roughly 210000 um^2, worst path arrival time 9.63 ns, WHS about 3.9 ns, total power 9.75 mW, CTS Hold Buffers Added 0, yosys stat chip area about 110000 um^2, via/cell ratio between 6 and 7, max_slew headroom 0.0824, sequential fraction of the synthesis area 0.574, Log Warnings 27, ANT nets after route 0, Setup TNS Final 0 ns, DP Worst Slack 7.58 ns, Finished Layout Cells 10197, MUX share of area 0.213, Num CTS Buffers 223, crit end category output pin, RSZ-0062 raised after global routing false, P&R area growth vs syn 12.2%, pwr dens ~81 nW/um^2, final hold vios 0, Post-CTS Setup Bufs 0, Leak 41.0 nW, CTS root buf clkbuf_16, hpwl dp 256000 um, GRT Total Usage 0.462, Most flops, register REGISTER_BANK, ratio of cells with drive above 1 in the final layout 0.234, ys cells between 7000 and 8000, clock sink total 2048, Logic cell area between 40000 and 50000 um^2, yosys warning tally 1, first-pass GRT wire length 603000 um, post-layout period usage 0.650, CP startpoint RSaddr_i[0], max_cap viols 0, Fmax around 0.07 GHz, XOR Share, Synth 0, Chip Area 216000 um^2, Top logic family multiplexers, most numerous logic cell after layout and2_1, Worst-Margin Slew 1.36 ns, ao+oa area frac 0.0408, pin count of the biggest net entering global routing approximately 94, Hold Crit Depth 2, IO Port Bufs roughly 210, Final GP Congestion 0.962, Worst EP required 17.12 ns, first-pass detailed-route iteration total 26, Clock Path Buffers 3, Synth area leader edfxtp_1
power breakdown:
part / internal, mW / total (mW) / switching (mW) / leakage [nW]
Clock: 2.14 / 3.78 / 1.64 / 3.42
Sequential: 4.63 / 4.74 / 0.110 / 19.5
Combinational: 0.494 / 1.22 / 0.730 / 18.1
Total: 7.27 / 9.75 / 2.48 / 41.0
synthesized netlist by cell type:
| cell | count |
|---|---|
| and2_1 | 2055 |
| edfxtp_1 | 2048 |
| mux4_2 | 867 |
| clkbuf_1 | 459 |
| o22ai_1 | 315 |
| mux2i_1 | 290 |
| a22oi_1 | 209 |
| buf_2 | 152 |
| nor4_1 | 92 |
| buf_4 | 79 |
| nand3_1 | 50 |
| nor2_1 | 47 |
| nor2b_1 | 45 |
| a21oi_1 | 39 |
| o21ai_0 | 37 |
| buf_6 | 36 |
| a211oi_1 | 35 |
| mux2_2 | 32 |
| nand4_1 | 29 |
| nand2_1 | 23 |
| a2111oi_0 | 12 |
| clkbuf_2 | 12 |
| nand2b_1 | 11 |
| nor2_4 | 11 |
| nor2_2 | 10 |
| buf_1 | 9 |
| nor3_1 | 6 |
| a221oi_1 | 5 |
| or2_2 | 5 |
| or3_1 | 5 |
| nand3b_1 | 4 |
| a31oi_1 | 2 |
| clkbuf_4 | 2 |
| nand2_2 | 2 |
| nor2_8 | 2 |
| and2b_1 | 1 |
| and3_1 | 1 |
| inv_2 | 1 |
| nand3b_2 | 1 |
| nand4_2 | 1 |
| o221ai_1 | 1 |
| o311ai_0 | 1 |
| o31ai_1 | 1 |
| or3b_1 | 1 |
critical path, stage by stage:
cell and delay, ns:
buf_8 0.37, buf_4 0.61, buf_4 0.66, buf_4 0.67, buf_4 0.59, mux4_2 0.33
o22ai_1 0.08, nor4_1 1.16, buf_4 0.26, clkdlybuf4s50_1 0.45
area by class of cell:
class / instances / area share
sequential: 2048 / 0.512
multi-input combinational: 4248 / 0.356
clock buffer: 284 / 0.0490
timing repair buffer: 594 / 0.0433
tap: 2821 / 0.0294
clock inverter: 133 / 0.00940
antenna: 68 / 0.00142
inverter: 1 / 0.0000312
kinds of logic (layout without fill, tap and decap cells):
group                  after synthesis  count (layout)
muxes                             1189            1189
and+or+nand+nor                   2402            2402
AOI/OAI and AO/OA                  657             657
buffers and inverters              750            1012
DFF                               2048            2048
other                                0              68
path summary, 6_finish.rpt:
path	endpoint	slack, ns
worst max-delay path	RSdata_o[43]	7.49
worst min-delay path	REGISTER_BANK[4][62]	3.90
metal layers:
layer	part of all wire	global-route usage
met5	0.0044	0.0800
met4	0.068	0.240
met3	0.21	0.421
met2	0.43	0.594
met1	0.29	0.513
Power is estimated from default activity; no workload was simulated.
